$ cat design/flow/config.mk
export PLATFORM = sky130hd
export DESIGN_NAME = alu
export DESIGN_NICKNAME = alu
export VERILOG_FILES = /design/flow/design.v
export SDC_FILE = /design/flow/constraint.sdc
export NUM_CORES = 4
export LEC_CHECK = 1
export CORE_UTILIZATION = 40
$ cat design/flow/constraint.sdc
current_design alu

set clk_period 12.2
set clk_io_pct 0.2

create_clock -name clk0 -period $clk_period

set non_clock_inputs [all_inputs -no_clocks]
set_input_delay [expr $clk_period * $clk_io_pct] -clock clk0 $non_clock_inputs
set_output_delay [expr $clk_period * $clk_io_pct] -clock clk0 [all_outputs]
$ cat design/flow/design.v
module alu #(
    parameter DATA_WIDTH = 24,
    parameter OPCODE_WIDTH = 6,
    parameter FLAG_WIDTH = 3
) (
    input logic [OPCODE_WIDTH-1:0] opcode,
    input logic [DATA_WIDTH-1:0] A,
    input logic [DATA_WIDTH-1:0] B,
    output logic [DATA_WIDTH-1:0] result,
    output logic [FLAG_WIDTH-1:0] flags
);
    always_comb begin
        case(opcode)
            6'h18: result = A+B;
            6'h1C: result = A-B;
            6'h28: result = 24'd0;  
            default: result = 23'd0;
        endcase
        if (opcode == 6'h28) begin
            flags = (A==B) ? 3'b100 : ((A<B) ? 3'b010 : 3'b001);
        end else begin 
            flags = 3'b000;
        end
    end
endmodule
$ cat design/flow/run.sh
#!/bin/bash
# OpenROAD 26Q1-2900-gdf79404cd8, Yosys 0.63+post, stock flow scripts
make -C /OpenROAD-flow-scripts/flow DESIGN_CONFIG=/design/flow/config.mk WORK_HOME=/design/flow/orfs finish
==> notes.md <==
Flow results.

- The max-slew violation count is 0.
- The largest driver fanout on the critical path is 3.
- Per the OpenROAD floorplan log, the area of the core is 6794 µm².
- Per the summary, power density relative to cell area is 41.98 nW/µm².
- The number of hold violations in the final report is 0.
- The total congestion overflow is 0.
- The synthesized instance count is 415.
- In the routed netlist, the antenna diode instances number 0.
- The number of violations of the max-capacitance limit is 0.
- The die outline width is 85.80 µm.
- In this run the count of I/O pins placed on the die edge is 81.
- Entering global routing, the biggest net connects 35 pins.
- Once iteration 0 of detailed routing completed, the report listed 176 DRC markers.
- The mapped netlist covers 2809 µm².
- The clock buffers instantiated in the layout total 0.
- The number of cells in the yosys synthesis report is 415.
- The arrival time of the worst setup path is 5.84 ns.
- Looking at the max-slew report, the worst-margin pin has a slew of 0.6531 ns.
- The detailed-route vias per instance is 5.525.
- Across all layers, the routed design uses 3149 vias.
- For this run, the final setup violation count is recorded as 0.
- The die span in y is 85.80 µm.
- For this design, the CTS-stage hold fixing added 0 buffers.
- The average footprint of a synthesized cell is 6.769 µm².
- Derived from the worst setup path, the maximum achievable clock frequency is 120.7 MHz.
- The first-pass detailed-route iteration total is 5.
- In this run the post-CTS setup repair buffer count came out at 0.
- The worst path required time is 9.76 ns.
- The worst path uses 67.90% of the clock period.
- The clock period minus worst slack is 8.284 ns.
- Summing the sequential cell areas from Yosys gives 0% of the chip area.
- The HPWL after detailed placement is 6752 µm.
- The total routed wirelength is 8439 µm.
- The detail-routed net length per standard cell is 14.81 µm.
- The antenna violation net count after detailed routing is 0.
- The DRC violation count after routing is 0.
- The number of port buffers is 81.
- The flip-flop and latch area is 0 µm².
- The leakage power summed over all cells is 1.501 nW.
- The relative max-transition margin is 55.33%.
- The number of gates given a new drive strength after cts is 0.
- The final-layout fill cell count is 665.
- The design has 0 sequential cells.
- The global placer's final weighted congestion is 0.9103.
- The number of core rows is 30.
- The worst setup path is captured at a primary output.
- The first global-routing pass estimated 13880 µm of wire.
- The worst setup path is launched from an input port.
- The synthesized netlist contains 69 unique library cells.
- The via count of the first global-routing pass came to 2857.
- The number of placed instances, taps included, is 570.
- Per the cell usage report, the commonest logic cell in the layout is clkdlybuf4s50_1.
- In the global route stage, overall resource usage came out at 23.40%.
- After synthesis, the chip area reported by Yosys is 2809 µm².
- The run finished with clean final reports.
- The classification of the worst-slack hold path is input port to primary output.
- Warnings raised by the tools during the run amount to 55.
- The fraction of layout instances using a drive strength above 1 is 5.696%.
- Ranking logic cells in the layout by count gives the top entries 81 x clkdlybuf4s50_1, 52 x a21oi_1, 51 x nor2_1, 48 x inv_1, 47 x ha_1.
- The number of antenna violations at the first check in global routing is 0.
- The type of the worst setup path is input port to primary output.
- The synthesis report lists the Yosys warning total as 1.
- VDD sags by at most 0.03014 mV.
- The final cell count without fillers is 570.
- Setup repair after global routing left no endpoint under its margin.
- The area of the die is 7362 µm².
- Before placement the cells fill 41.34% of the core.
- In the final timing run, aggregate negative setup slack is 0 ns.
- Compared with the post-synthesis result, the final layout area differs by 29.22%.
## critical path, stage by stage
cell,delay (ns)
clkdlybuf4s50_1,0.49
ha_1,0.18
inv_1,0.06
fa_1,0.39
a21o_1,0.21
a311oi_1,0.41
o21ai_0,0.16
a21oi_1,0.40
o32ai_1,0.21
o21a_1,0.21
nor3_1,0.18
clkdlybuf4s50_1,0.51
## logic make-up (layout without fill, tap and decap cells)
family                   count (synthesis)  after routing  synth area share (%)
AND-OR/OR-AND                          154            154                 38.58
AND/OR/NAND/NOR                        120            120                 21.78
buffers and inverters                   72            131                 10.87
adder cells (fa/ha/maj)                 49             49                 22.36
XOR/XNOR                                16             16                 4.989
multiplexers                             4              4                 1.425
## worst paths after layout
check | startpoint | endpoint | slack (ns) | cells past startpoint
max | B[0] | result[22] | 3.92 | 12
min | opcode[5] | flags[2] | 5.84 | 4
## through the flow
stage | worst slack (ns) | cell area (µm²) | util, % | hold WS (ns) | power, mW
6_report | 3.916 | 3630 | 53.43 | 5.835 | 0.1524
5_1_grt | 3.736 | 3630 | 53.43 | 5.904 | 0.1684
4_1_cts | 3.917 | 3630 | 53.43 | 5.837 | 0.1515
3_5_place_dp | 3.946 | 3630 | 53.43 | 5.829 | 0.1506
3_3_place_gp | 3.919 | 3630 | 53.43 | 5.842 | 0.1513
2_1_floorplan | 5.433 | 2809 | - | 4.965 | 0.1060
## final cells by class
type                       instances  area (µm²)  share of cell area, %
multi-input combinational        343        2504                  68.98
inverter                          48       180.2                  4.964
timing repair buffer              83       825.8                  22.75
tap                               96       120.1                  3.309
## synthesized netlist by cell type (all sizes together), types with 4 or more instances
cell | instances | area, µm²
o21bai | 5 | 37.54
nor4 | 5 | 46.29
and2 | 4 | 26.28
nor3b | 4 | 35.03
ha | 47 | 588.1
a21oi | 55 | 294.0
mux2i | 4 | 40.04
xnor2 | 16 | 140.1
nand2 | 12 | 45.04
a21o | 11 | 85.08
nor3 | 9 | 55.05
nand2b | 6 | 37.54
nand3 | 12 | 60.06
o31ai | 9 | 72.57
nor2 | 52 | 197.7
inv | 48 | 180.2
a31oi | 5 | 46.29
o31a | 6 | 52.55
buf | 16 | 93.84
nor2b | 4 | 25.02
o21a | 6 | 45.04
o211ai | 5 | 42.54
a211oi | 4 | 35.03
o21ai | 23 | 118.9
clkbuf | 8 | 31.28
## metal layers
layer	share of wire (%)	GRT usage, %
met3	4.8	1.465
met2	43	35.49
met5	0	0
met1	52	38.33
met4	0.095	0.7576
## power by group
group          leakage, nW  switching, mW  internal [mW]
combinational         1.50         0.0839         0.0684
clock                    0              0              0
sequential               0              0              0
Power is estimated from default activity; no workload was simulated.
