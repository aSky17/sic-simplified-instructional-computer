==> flow/design.v <==
module sic_io (
    input logic clk,
    input logic rst,
    input logic read_enable,
    input logic write_enable,
    output logic device_ready,
    input logic [7:0] in_data,
    output logic [7:0] out_data,
    output logic write_event
);
    always_ff @(posedge clk or posedge rst) begin 
        if(rst) begin 
            out_data <= 8'd0;
            write_event <= 1'b0;
        end else begin 
            if (write_enable) begin 
                out_data <= in_data;
                write_event <= 1'b1;
            end else begin 
                write_event <= 1'b0;
            end
        end
    end
    assign device_ready = 1'b1;
endmodule
==> flow/run.sh <==
#!/bin/bash
# OpenROAD 26Q1-2900-gdf79404cd8, Yosys 0.63+post, stock flow scripts
make -C /OpenROAD-flow-scripts/flow DESIGN_CONFIG=/design/flow/config.mk WORK_HOME=/design/flow/orfs finish
==> flow/config.mk <==
export PLATFORM = sky130hd
export DESIGN_NAME = sic_io
export DESIGN_NICKNAME = sic_io
export VERILOG_FILES = /design/flow/design.v
export SDC_FILE = /design/flow/constraint.sdc
export NUM_CORES = 4
export LEC_CHECK = 1
export CORE_AREA = 10 10 70 70
export DIE_AREA = 0 0 80 80
==> flow/constraint.sdc <==
current_design sic_io

set clk_period 1.5
set clk_io_pct 0.2

create_clock -name clk0 -period $clk_period [get_ports {clk}]

set non_clock_inputs [all_inputs -no_clocks]
set_input_delay [expr $clk_period * $clk_io_pct] -clock clk0 $non_clock_inputs
set_output_delay [expr $clk_period * $clk_io_pct] -clock clk0 [all_outputs]
==> out/metrics.yaml <==
clocking:
  clkTransAtPathRegs_ps: 60
  clock.latency.late_pin_ps: 260
  postcts_resize_cnt: 0
  cts-root-to-sink-buffers: 2
  cts_hold_repair.buffers: 0
  cts_sinks: 9
  cts_tree: "done"
  postCtsSetupRepairBufs: 0
  cts_root_buf: "clkbuf_4"
  h-tree-depth: 1
  tritoncts.num_buffers: 3
routing:
  routedWlPerCell_um: 10.7
  dr.pass1.iters: 2
  wirelength_um: 966
  drc: 0
  detail_route.antenna_diodes: 0
  routed-via-count: 232
  postRouteAntennaNets: 0
  vias_per_cell: 2.58
  detail_route.iter0.violations: 11
setup_path:
  critical_path.startpoint_type: "register"
  worst_setup_path_startpoint: "out_data[7]"
  end_kind: "output port"
  cp.buffers_inverters: 1
  regToRegStartpoint: "out_data[7]"
  crit_path_cell_trace: "clkdlybuf4s50_1"
  critPathMaxFanout: 2
  critPathTopFamily: "buffers and inverters"
  cpMaxStageDelayCell: "clkdlybuf4s50_1"
  path_class: "register to output port"
  critical_path_arrival_ps: 1090
  worstPathRequired_ps: 1200
  critPathMaxStageDelay_ps: 480
placement:
  routabilityCongestion: 0.778
  io_buffer_count: 19
  hpwlAfterDp_um: 783
floorplan:
  rows: 21
  dieWidth_um: 80
  fp-utilization: 0.109
  fp.coreArea_um2: 3420
  floorplan.die_area_um2: 6400
  die_y_um: 80
  num_io_pins: 22
pwr:
  ir_drop_mv: 0.395
  cellLeakagePower_nw: 0.283
  areal_power_density_over_the_cells_nw_per_um2: 895
grt:
  grtUsageTotal: 0.0322
  grt_max_degree: 10
  global_route_wire_length_before_repair_mm: 1.56
  antenna_found_initial: 0
  grt_overflow_total: 0
  first_global_vias: 296
timing:
  finalClockPeriodUsage: 0.926
  max_freq_ghz: 0.720
  timing.setup.tns_ps: 0
  finalSetupViolations: 0
  final-max-slew-violation-count: 0
  grt_setup_unrepaired: "no"
  timing.final.hold_violations: 0
  finalWorstPathRequiredPeriod_ps: 1390
  clock-skew-final_ps: 0
final_layout:
  area_growth_pct: 76.1
  post-route-util: 0.192
  post_route_cells_drive_above_1_share: 0.295
synthesis:
  cells_yosys: 21
  yosys.stat.chipArea_um2: 372
  yosys-top-cells-area: "dfrtp_1 61%, mux2_4 32%, buf_6 3.0%"
  ys_seq_frac: 0.606
  syn_area_um2: 372
  ys_types: 6
  ys_ff: 9
  postSynthAreaPerCell_um2: 17.7
  synth_area_leader_cell: "dfrtp_1"
  postSynthCellCount: 21
  ys_warn_count: 1
  fraction_of_synthesized_cell_area_taken_by_the_top_area_cell_type: 0.606
min_path:
  hold_wc_path_type: "primary input to asynchronous set/reset pin"
flow_run:
  log.warning_count: 26
  maxCapViolations: 0
status:
  outcome: "complete, no violations"
[cell families after synthesis]
group	Yosys count	share of synthesized area
flops	9	0.606
other cells	1	0.0101
mux	8	0.323
buf+inv	3	0.0606
[final cells by class]
type / count / area (um^2)
clock buffer: 4 / 26.3
timing repair buffer: 21 / 218
fill: 383 / 2760
tap: 46 / 57.6
multi-input combinational: 9 / 124
sequential: 9 / 225
inverter: 1 / 3.75
[path summary, 6_finish.rpt]
kind,end,depth (start not counted),slack (ps)
worst max-delay path,out_data[7],1,110
worst min-delay path,out_data[0],2,320
worst max register to register,out_data[7],1,740
worst min register to register,out_data[0],1,510
max in group asynchronous,out_data[7],2,900
min in group clk0,out_data[0],1,510
[report_power, final]
group          switching (W)  internal [W]
Combinational      0.0000255     0.0000978
Clock              0.0000829      0.000102
Sequential         0.0000113      0.000266
[per-layer routing]
| metal | global-route usage | share of wire | vias up |
|---|---|---|---|
| li1 | - | - | 115 |
| met4 | 0.00176 | 0.0062 | 0 |
| met1 | 0.0393 | 0.43 | 98 |
| met3 | 0.0261 | 0.14 | 2 |
| met5 | 0 | 0 | - |
| met2 | 0.0449 | 0.41 | 17 |
[synth_stat cells]
cell type	count
buf_4	1
buf_6	1
conb_1	1
dfrtp_1	9
inv_1	1
mux2_4	8
[through the flow]
step	hold WS (ps)	instances	area (um^2)	total power [W]	setup WS, ps
2_1_floorplan	128	21	372	0.000322	658
3_3_place_gp	494	86	628	0.000408	106
3_5_place_dp	494	86	628	0.000409	99.2
4_1_cts	333	90	654	0.000604	78.6
5_1_grt	359	90	654	0.000626	50.5
6_report	324	90	654	0.000586	111
[flip-flops by register name, summed over array words and instances, names as in the netlist]
name         cells
write_event      1
out_data         8
[cell usage in the layout, fill, tap and decap left out]
cell type / Yosys / final
buf_12: 0 / 1
buf_4: 1 / 1
clkbuf_1: 0 / 1
clkbuf_4: 0 / 3
clkdlybuf4s50_1: 0 / 19
conb_1: 1 / 1
dfrtp_1: 9 / 9
inv_1: 1 / 1
mux2_4: 8 / 8
Power figures rest on the tool's default switching activity, not on a simulated workload.
